--- design/flow/design.v ---
module alarm_set(count,reset_in,enable_input,set_alarm,
						set_h,set_m,input_hours,input_minutes,
						start_ring,ring_stop);
input count, reset_in, set_alarm, enable_input,ring_stop;
input [5:0]input_hours,input_minutes;
input [5:0]set_h,set_m;
output reg start_ring;
reg alarm_h,alarm_m;
wire [11:0]input_set_time,input_time;
assign input_set_time = {set_h,set_m};
assign input_time = {input_hours,input_minutes};
reg [11:0]alarm_time;
reg en;
always @(posedge count or posedge reset_in) begin
	if(reset_in)
		alarm_time = 12'd8191;
	else
		alarm_time = set_alarm? input_set_time : 12'd8191;
end
always @(posedge count or posedge reset_in) begin
	if (reset_in)
		start_ring <= 1'b0;
	else begin
		if (en)
			start_ring <= (start_ring? (~ring_stop) : (alarm_time == input_time)) & (~alarm_time[11]);
		else
			start_ring <= 1'b0;
	end
end
always @(posedge count ) begin
	if (alarm_time == input_time)
		en <= ring_stop ? 1'b0: en;
	else
		en <= enable_input;
end
endmodule
module binary_decLSB(digit_s,decoded_bits);
input [3:0]digit_s;
output reg [6:0]decoded_bits;
always @(*) begin
case(digit_s)
4'b0000: decoded_bits=7'b0000001;
4'b0001: decoded_bits=7'b1001111;
4'b0010: decoded_bits=7'b0010010;
4'b0011: decoded_bits=7'b0000110;
4'b0100: decoded_bits=7'b1001100;
4'b0101: decoded_bits=7'b0100100;
4'b0110: decoded_bits=7'b0100000;
4'b0111: decoded_bits=7'b0001111;
4'b1000: decoded_bits=7'b0000000;
4'b1001: decoded_bits=7'b0000100;
default decoded_bits=7'b0000001;
endcase
end
endmodule
module am_pm_conv(hours_input,am_pm_form,hour_format,h_digit_0,h_digit_1);
input [5:0]hours_input;
input hour_format;
output am_pm_form;
output [3:0]h_digit_0,h_digit_1;
wire [5:0]hour_12_form;
wire [5:0]hour_24_formsub;
assign hour_24_formsub = hours_input - 6'd12;
assign am_pm_form = (hour_format ? (hours_input >= 6'd12): 1'bz);
assign hour_12_form = hour_format ?(( hours_input == 6'd0 || hours_input== 6'd12 )? 6'd12 : ( ( am_pm_form )? hour_24_formsub : hours_input)) : hours_input;
assign h_digit_1 = hour_12_form/10;
assign h_digit_0 = hour_12_form-(h_digit_1*10);
endmodule
module digital_clock(clk_50M,reset_all,set_time_button,hour_format,am_pm,
							SECONDS_DISP_0,MINUTES__DISP_0,HOURS_DISP_0,
							SECONDS_DISP_1,MINUTES__DISP_1,HOURS_DISP_1,
							enable_alarm,set_alarm_button,hour_alarm,minute_alarm,end_alarm,ring,trigger_out_alarm,trigger_out_time);
input clk_50M,reset_all,hour_format,enable_alarm,set_alarm_button,end_alarm,set_time_button;
reg [5:0]seconds,minutes,hours;
input [5:0]hour_alarm,minute_alarm;
reg reset_sec,reset_min,reset_hour;
wire x,y;
output am_pm,ring,trigger_out_alarm,trigger_out_time;
wire [3:0]s0,s1,m0,m1,h0,h1;
output [6:0]SECONDS_DISP_0,MINUTES__DISP_0,HOURS_DISP_0;
output [6:0]SECONDS_DISP_1,MINUTES__DISP_1,HOURS_DISP_1;
reg [24:0]temp;
reg count;
reg trigger_alarm,trigger_time;
always @(posedge clk_50M) begin   
	if (reset_all==1) begin
		if (temp==25'd24999999) begin
			temp <= 25'd0;
			count <=count +1;
		end
		else begin
			temp <=temp + 1;
			count <= count;
		end
	end
	else if(reset_all==0) begin
		temp <= 0;
		count <=0;
	end
end
always @(posedge count or negedge reset_all) begin
	if (reset_all==0) begin
		trigger_alarm <= 0;
		trigger_time <= 0;
	end
	else begin
		if (~set_time_button) 
			trigger_time <= trigger_time +1;
		else
			trigger_time <= trigger_time;
		if(~set_alarm_button)
			trigger_alarm <= trigger_alarm + 1;
		else
			trigger_alarm <= trigger_alarm;
	end
end
always @(posedge count or negedge reset_all) begin
	if (reset_all==0) begin   
		reset_sec <= 1;
		reset_min <= 1;
		reset_hour <= 1;
		seconds <= 0;
		minutes <=0;
		hours <=0;
	end
	else begin
	if (trigger_time==1)begin   
		hours <= hour_alarm;
		minutes <= minute_alarm;
	end
	else begin    
		if (seconds == 6'd59)  
			reset_sec = 1;
		else
			reset_sec = 0;
		if (reset_sec==0)
			seconds <= seconds + 1;  
		else if(reset_sec == 1)
			seconds <= 0;
		if (minutes == 6'd59 && reset_sec ==1)   
			reset_min = 1;
		else
			reset_min = 0;
		if (reset_min == 0 && reset_sec == 1) 
			minutes <= minutes + 1;   
		else if(reset_min == 1)
			minutes <= 0;
		if (hours == 6'd23 && reset_min ==1)   
			reset_hour = 1;
		else 
			reset_hour = 0;
		if (reset_hour == 0 && reset_min == 1)   
			hours <= hours +1;
		else if(reset_hour == 1)
			hours <= 0;
	end
	end
end
assign trigger_out_time = trigger_time;
assign trigger_out_alarm = trigger_alarm;
am_pm_conv HOURS(hours,am_pm,hour_format,h0,h1);  	 
am_pm_conv MINUTES(minutes,x,hours[5],m0,m1);	  	 
am_pm_conv SECONDS(seconds,y,hours[5],s0,s1);		 
binary_decLSB SEC0(s0,SECONDS_DISP_0);					 
binary_decLSB SEC1(s1,SECONDS_DISP_1);					 
binary_decLSB MIN0(m0,MINUTES__DISP_0);				 
binary_decLSB MIN1(m1,MINUTES__DISP_1);				 
binary_decLSB HOUR0(h0,HOURS_DISP_0);					 
binary_decLSB HOUR1(h1,HOURS_DISP_1);					 
alarm_set ALARM(count,~reset_all,enable_alarm,trigger_alarm,hour_alarm,minute_alarm,hours,minutes,ring,~end_alarm);  
endmodule
--- design/flow/run.sh ---
#!/bin/bash
# OpenROAD 26Q1-2900-gdf79404cd8, Yosys 0.63+post, stock flow scripts
make -C /OpenROAD-flow-scripts/flow DESIGN_CONFIG=/design/flow/config.mk WORK_HOME=/design/flow/orfs finish
--- design/flow/config.mk ---
export PLATFORM = sky130hd
export DESIGN_NAME = digital_clock
export DESIGN_NICKNAME = digital_clock
export VERILOG_FILES = /design/flow/design.v
export SDC_FILE = /design/flow/constraint.sdc
export NUM_CORES = 4
export LEC_CHECK = 1
export CORE_UTILIZATION = 30
--- design/flow/constraint.sdc ---
current_design digital_clock

set clk_period 5.2
set clk_io_pct 0.2

create_clock -name clk0 -period $clk_period [get_ports {clk_50M}]

set non_clock_inputs [all_inputs -no_clocks]
set_input_delay [expr $clk_period * $clk_io_pct] -clock clk0 $non_clock_inputs
set_output_delay [expr $clk_period * $clk_io_pct] -clock clk0 [all_outputs]
==> metrics.cfg <==
[sta]
timing.hold.ws_ps = 482
worst_pin_slew_ps = 806
finalHoldViolCount = 0
fmax_mhz = 164
maxSlewViolCount = 0
untimed_endpoints = 67
min_period_over_period_pct = 117
setup_slack_ps = -902
fin_worst_skew_ps = 3.03
rsz0062_at_grt = true
slew_headroom_pct = 46.3
setup_viol = 14
finalCriticalPeriod_ps = 6100
unclocked_regs = 34

[global_routing]
grt_pass1_vias = 4495
antenna_found_initial = 0
grt_max_degree = 37
grtUsageTotal_pct = 12.8
grt_pass1_wl_um = 20900
grt-ovfl-total = 0

[worst_setup_path]
endpoint_kind = output pin
path_max_fanout = 6
required_ps = 4160
critPathTopFamily = AND-OR/OR-AND gates
critPathBufInv = 7
path_common_cell = ha_4
cpPeakStageDelay_ps = 370
cp_slowest_cell = a311o_2
cp.arrival_ps = 5060
cp-start-kind = input pin
critical_path_class = input pin to output pin

[synth]
yosysTopAreaCell = ha_1
yosys_area_um2 = 5550
ys_cells = 676
synth-edff-count = 1
ys_top_cells_by_area = ha_1, dfrtp_1, dfxtp_1
yosysTopAreaCellShare_pct = 13.5
ys_ff = 60
synth_cell_types = 89
avgSynthCellArea_um2 = 8.21
aoi_share_pct = 16.6
xor_share_pct = 7.85
ys_top_logic_family = simple AND/OR/NAND/NOR gates
syn_area_um2 = 5550
synth_seq_share_pct = 25.1
async_reset_ff_share_pct = 55.0
ys_warn_count = 6
ff_type = dfxtp_1
mux_area_share_pct = 2.80
yosys.area_share.adder_pct = 14.6
ys_sh_simple_pct = 26.8
synth_cells = 676

[power]
p_leak_uw = 0.00306
finalPower_uw = 505
irDropWorstVdd_mv = 0.162
powerDensity_nw_per_um2 = 70.9

[clocking]
cts_tree = done
cts_max_level = 1
root_buffer = clkbuf_16
cts_buffer_depth = 2
cts-buffers-inserted = 3
path_clk_slew_ps = 60
clk_latency_ps = 260

[layout]
finish.utilization_pct = 39.5
layout_top_cell = nor2_1
n_fill_cell = 1777
area_growth_pct = 28.3
lay_top_cells = nor2_1, nand2_1, clkdlybuf4s50_1, ha_1, buf_4
layout-drive-gt1-share_pct = 20.4

[drt]
drtPass1Iterations = 5
postRouteAntennaNets = 0
drt-initial-drc-count = 200
num_antenna_cells = 0
post-route-drc-count = 0
via_count = 4833
viasPerCell = 4.81
wl_per_cell_um = 11.8
drt_wl_total_um = 11800

[floorplanning]
io-pin-count = 65
die_y_um = 138
dieWidth_um = 138
fp_util_pct = 30.8
dieArea_um2 = 19000
placementRows = 49
core_region_area_um2 = 18000

[placement]
port_buffers = 64
dpl.hpwl_um = 9160
place.gp.congestion = 0.871
pre_cts_slack_ps = -1800

[job]
maxCapViolCount = 0
warnings = 65

[worst_hold_path]
min_path_type = flip-flop to flip-flop

[status]
failed_checks = negative setup slack
status = complete, but fails checks

[worst paths after layout]
kind                                         start                  end  slack, ps  depth (start not counted)
worst min-delay path            temp[0]$_SDFF_PP0_   temp[0]$_SDFF_PP0_        480                          1
worst max-delay path                   hour_format      HOURS_DISP_0[2]       -900                         28
worst max register to register  temp[2]$_SDFF_PP0_  temp[22]$_SDFF_PP0_       2970                          9
worst min register to register  temp[0]$_SDFF_PP0_   temp[0]$_SDFF_PP0_        480                          1
[synthesized netlist by cell type, drive strengths merged, types with 5 or more instances]
master	instances
or2	6
a31oi	5
dfrtp	21
a21o	7
mux2i	8
nand2b	19
o21ai	42
or3	5
nor2b	13
nor3	14
dfstp	12
nand2	60
and3	12
nand3	23
xnor2	10
buf	17
xor2	32
nor3b	9
nor4	9
nand4	7
o21a	8
ha	60
nor2	65
clkbuf	11
inv	50
mux2	6
and2	16
a21oi	37
dfxtp	26
[layout make-up]
cell class / count / area, µm² / area share (%)
multi-input combinational: 536 / 4070 / 57.1
sequential: 60 / 1390 / 19.5
timing repair buffer: 124 / 1100 / 15.5
tap: 229 / 287 / 4.02
inverter: 52 / 200 / 2.81
clock buffer: 3 / 75.1 / 1.05
[sequential cells by signal (all words and copies together), names as in the netlist]
name              flops
ALARM.alarm_time     12
ALARM.en              1
ALARM.start_ring      1
count                 1
hours                 6
minutes               6
seconds               6
temp                 25
trigger_alarm         1
trigger_time          1
[power by group]
part,internal [µW],switching [µW]
combinational,80.9,54.2
sequential,203,2.05
clock,102,63.2
total,385,119
[worst register-to-register path, delay by kind of cell, from the launching register on]
| kind | cells | cell delay [ps] |
|---|---|---|
| DFF | 1 | 380 |
| and+or+nand+nor | 8 | 1590 |
| xor gates and xnor gates | 1 | 150 |
[metrics by stage]
stage                     cells  TNS (ps)  instance area, µm²
after detailed placement    978    -20030                6720
after CTS                  1001     -9170                7080
after global placement      978    -19460                6720
final                      1004     -9140                7120
after global routing       1004    -11750                7120
after floorplan             676     -5790                5680
[kinds of logic after synthesis]
group,count (synthesis)
adder cells (fa/ha/maj),63
AND-OR/OR-AND,136
XOR/XNOR,45
multiplexers,14
AND/OR/NAND/NOR,278
flip-flops,60
buffers and inverters,80
[metal layers]
layer	part of all wire, %	wire length, µm	global-route usage, %
met1	52	6160	19.8
met2	45	5310	20.4
met3	2.8	329	1.48
met4	0.35	41	0.405
met5	0	0	0
[repair_timing]
action / CTS / global route
resized: 75 / 6
buffers inserted: 20 / 3
setup endpoints to repair: 14 / 14
pin swaps: 32 / 6
cloned: 0 / 0
hold buffers: 0 / 0
